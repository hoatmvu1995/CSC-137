==> ./design.v <==
module  counter
(
    input inorder,
    input clock, reset,
    output reg [2:0] count
);
parameter state1 = 3'b001,
	  state0 = 3'b000,
          state2 = 3'b010,  
          state3 = 3'b011, 
          state4 = 3'b100, 
          state5 = 3'b101, 
          state6 = 3'b110, 
          state7 = 3'b111;
reg [2:0] current_state, next_state;
always@(*)
begin
    case (current_state)
    state0: next_state = state1;
    state1: if (inorder == 1)
                next_state = state2;
            else 
                next_state  = state4;
    state2: if  (inorder == 1)
                next_state = state3;
            else
                next_state =  state5;
    state3: if (inorder  == 1)
                next_state = state4;
            else
                next_state = state6;
    state4: if  (inorder  == 1)  
                next_state =  state5;
            else
                next_state = state2;
    state5: if  (inorder == 1) 
                next_state =  state6;
            else
                next_state  = state3;
    state6: if  (inorder == 1)
                next_state = state7;
            else
                next_state = state1;
    state7: next_state = state1;
    endcase
end
always@(*)
begin
	if (current_state != state7)
		count <= current_state;	
end
always@(posedge clock, posedge reset)
begin
	if (reset == 1)
		current_state <= state0;
	else 
		current_state <= next_state;
end
endmodule
==> ./run.sh <==
#!/bin/bash
# OpenROAD 26Q1-2900-gdf79404cd8, Yosys 0.63+post, stock flow scripts
make -C /OpenROAD-flow-scripts/flow DESIGN_CONFIG=/design/flow/config.mk WORK_HOME=/design/flow/orfs finish
==> ./config.mk <==
export PLATFORM = sky130hd
export DESIGN_NAME = counter
export DESIGN_NICKNAME = counter
export VERILOG_FILES = /design/flow/design.v
export SDC_FILE = /design/flow/constraint.sdc
export NUM_CORES = 4
export LEC_CHECK = 1
export CORE_AREA = 10 10 70 70
export DIE_AREA = 0 0 80 80
==> ./constraint.sdc <==
current_design counter

set clk_period 1.9
set clk_io_pct 0.2

create_clock -name clk0 -period $clk_period [get_ports {clock}]

set non_clock_inputs [all_inputs -no_clocks]
set_input_delay [expr $clk_period * $clk_io_pct] -clock clk0 $non_clock_inputs
set_output_delay [expr $clk_period * $clk_io_pct] -clock clk0 [all_outputs]
==> results.txt <==
impl run done, here's what came out: outcome complete, no violations, Period minus WS final 1.28 ns, clock slew at reported path FFs 0.04 ns, Cells after Synth 22, Crit. End Element flip-flop, antenna diode count 0, final WL 431 um, WP data required 2.01 ns, Final setup viols 0, critical path's top delay family buffers and inverters, Non-Filler Instances 77, final core occ 0.100, RR Startpoint current_state[1], maximum clock path buffer count 2, HP Class input pin to asynchronous set/reset pin, placed instance count 73, Top Ports 6, crit path max fanout 6, Total GRT Usage 0.0139, Critical Path Slowest Stage Cell clkdlybuf4s50_1, GPL Wtd Cong 0.644, endpoints left unconstrained 6, crit path cell chain clkdlybuf4s50_1, or3b_1, nand2b_1, o21ai_1, final period utilization 0.675, DRT antenna net count 0, crit path DAT 1.39 ns, antenna violations before repair 0, quantity of gates resized following cts 0, post-route worst setup slack 0.618 ns, CTS HTree Levels 1, vias post-DR 190, Slew Limit Headroom 0.851, Initial Util 0.0608, WP buf/inv 1, maxcap violations 0, Log Warnings 25, Synthesized registers 6, pwr/cell area 1320 nW/um2, register pins left without a clock 3, vias in the first global route 181, Root Driver clkbuf_4, GR Overflow Total 0, first-pass GRT wire length 738 um, Leak 0.128 nW, clock skew 0.000567 ns, worst slew pin tran 0.222 ns, First-pass DRT Iterations 4, post-place setup slack 0.366 ns, maximum clock frequency 0.780 GHz, Core ar. 3420 um2, drt via density 2.47, WS Path Type input pin to flip-flop, die height 80 um, post-cts hold buffer count 0, CTS tree yes, setup bufs post-CTS 0, # Cells Yosys 22, clk ins delay skew pair 0.23 ns, chip area 6400 um2, Fin. Hold Viols 0, port bufs 5, Synth Cell Area 208 um2, WL per Instance 5.60 um, largest net degree at the start of global routing 9, initial DRC count 6, fill count 408, worst setup path start inorder, cell row count 21, Sum Neg Setup Slack 0 ns, layout cells sized above 1 0.0968, crit start category input pin, placed wire-length estimate 342 um, max incr delay on CP 0.48 ns, warnings from Yosys 1, Layout Area Growth over Synthesis 64.5%, Final Slew Violations 0, tally of unique sky130hd cells used after synthesis 14, total power 0.449 mW, Post-route DRC 0, syn_area_per_cell 9.44 um2, Die Width 80 um, chip area in the Yosys report 208 um2, IR drop worst, VDD 0.000215 V, RSZ-0062 raised after global routing no, CTS Buf Count 3
report_power, final:
| group | total (mW) | internal [mW] | switching [mW] | leakage [nW] |
|---|---|---|---|---|
| sequential | 0.202 | 0.141 | 0.0607 | 0.0597 |
| clock | 0.111 | 0.0786 | 0.0320 | 0.0150 |
| combinational | 0.137 | 0.0937 | 0.0429 | 0.0534 |
| total | 0.449 | 0.314 | 0.136 | 0.128 |
through the flow:
step                      hold WS [ns]  area (um2)
after CTS                        0.340         342
after floorplan                  0.134         208
after detailed placement         0.572         315
after global placement           0.566         315
final                            0.347         342
after global routing             0.368         342
final timing paths:
kind,end,slack [ns],cells after the start
min in group clk0,current_state[2],0.58,1
setup / recovery,current_state[0],0.62,4
hold / removal,current_state[0],0.35,2
hold reg to reg,current_state[2],0.58,1
setup reg to reg,current_state[0],0.79,3
max in group asynchronous,current_state[2],1.43,2
worst reg2reg max path: cells and delay by family (launching register included):
kind	cells	cell delay, ns
compound gates	1	0.06
flops	1	0.44
simple gates	2	0.49
cell type report:
cell class	instances	area, um2	area share
tap	46	57.6	0.168
timing repair buffer	5	50.0	0.147
multi-input combinational	14	80.1	0.234
clock buffer	4	26.3	0.0769
inverter	2	7.51	0.0220
sequential	6	120	0.352
cells in the final DEF, fill, tap and decap left out, drive strengths merged:
master         synthesis  layout
clkdlybuf4s50          0       5
clkbuf                 0       4
nand2                  3       3
dlxtp                  3       3
dfrtp                  3       3
nand3                  2       2
inv                    2       2
o21ai                  2       2
or3b                   1       1
nor2b                  1       1
nor3b                  1       1
o211ai                 1       1
nand2b                 1       1
a21oi                  1       1
o31ai                  1       1
layer usage:
layer	vias to the layer above	share of wire	global-route usage
li1	94	-	-
met1	82	0.39	0.0154
met2	12	0.34	0.0161
met3	2	0.21	0.0102
met4	0	0.063	0.0141
met5	-	0	0
flip-flops by register name, indices dropped and copies added (netlist names):
register       cells
current_state      3
count              3
synthesized netlist by cell type:
cell,count,area [um2]
nor2b_1,1,6.26
or3b_1,1,8.76
dlxtp_1,3,45.0
nand2_1,3,11.3
nand2b_1,1,6.26
o21ai_0,1,5.00
o21ai_1,1,5.00
dfrtp_1,3,75.1
nand3_1,2,10.0
o31ai_1,1,7.51
a21oi_1,1,5.00
inv_1,2,7.51
nor3b_1,1,7.51
o211ai_1,1,7.51
kinds of logic after synthesis:
kind of cell	count (synthesis)	share of synthesized area
simple gates	9	0.241
compound gates	5	0.145
flops	3	0.361
latches	3	0.217
buf+inv	2	0.0362
Power figures rest on the tool's default switching activity, not on a simulated workload.
